## design/flow/design.v

```verilog
`timescale 1ns / 1ps
module Comparator_4bits( a, b, result );
input	[3:0]a, b; 
output	[2:0]result; 
wire	[3:0]a_bar, b_bar; 
wire	[3:0]ba_bar, ab_bar; 
wire	[6:0]x; 
wire	[6:0]m; 
not		a_bar3( a_bar[3], a[3] );
not		b_bar3( b_bar[3], b[3] );
not		a_bar2( a_bar[2], a[2] );
not		b_bar2( b_bar[2], b[2] );
not		a_bar1( a_bar[1], a[1] );
not		b_bar1( b_bar[1], b[1] );
not		a_bar0( a_bar[0], a[0] );
not		b_bar0( b_bar[0], b[0] );	
and		and3_0( ba_bar[3], a_bar[3], b[3] );
and		and3_1( ab_bar[3], a[3], b_bar[3] );
not		n1(	x[5], x[4]);
and    and2( x[6], x[5],ab_bar[0]);
or		or1( x[4],  ab_bar[0], x[0] );
nor		nor3( x[3], ba_bar[3], ab_bar[3] );
and		and2_0( ba_bar[2], a_bar[2], b[2] );
and		and2_1( ab_bar[2], a[2], b_bar[2] );
nor		nor2( x[2], ba_bar[2], ab_bar[2] );
and		and1_0( ba_bar[1], a_bar[1], b[1] );
and		and1_1( ab_bar[1], a[1], b_bar[1] );
nor		nor1( x[1], ba_bar[1], ab_bar[1] );
and		and0_0( ba_bar[0], a_bar[0], b[0] ); 
and		and0_1( ab_bar[0], a[0], b_bar[0] );
nor		nor0( x[0], ba_bar[0], ab_bar[0] );
and 	and_0( m[6], x[3], ba_bar[2] );
and 	and_1( m[5], x[3], ab_bar[2] );
and 	and_2( m[4], x[3], x[2], ba_bar[1] );
and 	and_3( m[3], x[3], x[2], ab_bar[1] );
and 	and_4( m[2], x[3], x[2], x[1], ba_bar[0] );
and 	and_5( m[1], x[3], x[2], x[1], x[6] );
or		ab( result[2], ba_bar[3], m[6], m[4], m[2]);
or		ba( result[1], ab_bar[3], m[5], m[3], m[1]);
and		eq( result[0], x[3], x[2], x[1], x[4] );
endmodule
```

## design/flow/constraint.sdc

```tcl
current_design Comparator_4bits

set clk_period 2.0
set clk_io_pct 0.2

create_clock -name clk0 -period $clk_period

set non_clock_inputs [all_inputs -no_clocks]
set_input_delay [expr $clk_period * $clk_io_pct] -clock clk0 $non_clock_inputs
set_output_delay [expr $clk_period * $clk_io_pct] -clock clk0 [all_outputs]
```

## design/flow/run.sh

```bash
#!/bin/bash
# OpenROAD 26Q1-2900-gdf79404cd8, Yosys 0.63+post, stock flow scripts
make -C /OpenROAD-flow-scripts/flow DESIGN_CONFIG=/design/flow/config.mk WORK_HOME=/design/flow/orfs finish
```

## design/flow/config.mk

```make
export PLATFORM = sky130hd
export DESIGN_NAME = Comparator_4bits
export DESIGN_NICKNAME = Comparator_4bits
export VERILOG_FILES = /design/flow/design.v
export SDC_FILE = /design/flow/constraint.sdc
export NUM_CORES = 4
export LEC_CHECK = 1
export CORE_AREA = 10 10 70 70
export DIE_AREA = 0 0 80 80
```

==> out/qor.rpt <==
TIMING
---------------------------------------------------------------------------
Maximum achievable frequency                                      517.8 MHz
Worst Max-Slew Pin Slew                                           0.2411 ns
Rel. slew slack                                                      83.80%
Pins Over Slew Limit                                                      0
Number of setup violations in the final report                            0
Final period util                                                    96.56%
RSZ-0062 raised after global routing                                  false
Aggregate negative setup slack                                         0 ns
Clock period minus final worst setup slack                         1.931 ns
Final Hold Violation Tally                                                0

RUN STATUS
---------------------------------------------------------------------------
Result of the run                                              finished, final reports clean

FINAL LAYOUT
---------------------------------------------------------------------------
Flop Count                                                                0
FF/Latch Area                                                         0 um2
Post-route cell area                                              379.1 um2
Proportion of layout cells with a drive suffix above 1               26.47%
Post-layout util                                                     11.10%
Logic area                                                        188.9 um2
Number of fillers in the final layout                                   411
Area growth syn-to-layout                                            113.4%
CLK BUF                                                                   0

YOSYS
---------------------------------------------------------------------------
Chip area from the yosys synthesis statistics                     177.7 um2
Post-synth cell types                                                    10
Cell area after technology mapping                                177.7 um2
Seq/Total Area, Yosys                                                    0%
Number of standard cells reported by yosys                               22
Syn Area/Cell                                                     8.076 um2
Synthesized netlist cell count                                           22
Syn. warnings                                                             0

DIE
---------------------------------------------------------------------------
Count of standard-cell rows                                              21
Area of the die                                                    6400 um2
Core ar.                                                           3416 um2
Fraction of the core area occupied by cells at floorplan             5.201%
Die H                                                                 80 um
Horiz. Die Dim                                                        80 um
I/O pin cnt                                                              11

POWER
---------------------------------------------------------------------------
Sw Ratio                                                             41.04%
Lkg Pwr                                                        0.0001891 uW
Share of power burned in the clock network                               0%
Net switching power                                                27.10 uW
Cell-internal power                                                38.93 uW
Sequential share of power                                                0%
Largest voltage drop on the vdd net                                82.59 uV
Overall power                                                      66.03 uW
Areal power density over the cells                             174.2 nW/um2
Logic gate share of total power                                      100.0%

SETUP PATH
---------------------------------------------------------------------------
Crit path DRT                                                       1.60 ns
Type of the worst setup path                                      in -> out
Critical path launch point type                                   input pin
Biggest fanout along the worst timing path                                2
Crit path DAT                                                       1.53 ns
CP Capture Type                                                  output pin

CLOCKING
---------------------------------------------------------------------------
Number of buffers added for setup after CTS                               0
Hold buffer count at CTS                                                  0

DETAILED ROUTING
---------------------------------------------------------------------------
Average wire per cell in the routed design                         7.688 um
DRC violation total after the first TritonRoute iteration                 4
Antenna Nets Post-Route                                                   0
Final WL                                                             615 um
# DRC                                                                     0
Antenna cells                                                             0
Total via count after detailed routing                                  181
Pre-antenna DRT Iters                                                     2
Vias per Instance                                                     2.263

GRT
---------------------------------------------------------------------------
GRT Overall Usage                                                    2.055%
Maximum number of pins on one net before global-route repair              4
Total global routing overflow                                             0
Via count of the first global-routing pass                              219
First-pass GRT wire length                                          1062 um
Antenna violations before repair                                          0

HOLD PATH
---------------------------------------------------------------------------
Worst hold path class                                             in -> out

JOB
---------------------------------------------------------------------------
Tool warnings                                                            35
Maximum Capacitance Violations                                            0

PLACE
---------------------------------------------------------------------------
Placer Congestion                                                    0.6646
Hpwl dp                                                            519.7 um
Cell area after placement                                         352.8 um2
IO Port Bufs                                                             11

## path summary, 6_finish.rpt
check | slack (ns) | cells after the start | to | startpoint
max | 0.07 | 6 | result[1] | a[1]
min | 1.45 | 4 | result[1] | a[3]
## per-layer routing
layer	global-route usage [%]	vias to the layer above	wire length, um
met5	0	-	0
met4	0	0	0
met3	0.7955	0	63
met1	3.296	74	406
met2	2.568	11	145
li1	-	96	-
## worst max-delay path, stage by stage
cell,delay [ns]
dlygate4sd2_1,0.25
buf_4,0.13
ha_1,0.18
a21o_1,0.18
a21o_1,0.15
dlygate4sd2_1,0.24
## area by class of cell
type	instances	share of cell area (%)
multi-input cells	15	49.83
repair buffers	12	28.05
well taps	46	15.18
inverters	7	6.931
## cell families after synthesis
| kind of cell | after synthesis | share of synthesized area (%) |
|---|---|---|
| compound gates | 4 | 18.30 |
| buf+inv | 7 | 14.79 |
| simple gates | 5 | 24.64 |
| fa+ha+maj | 6 | 42.25 |
## Yosys cell counts
cell / n / share of area, %
inv_1: 7 / 15
a21oi_1: 1 / 2.8
nand3b_4: 1 / 11
a211oi_2: 1 / 7.0
nand3_1: 1 / 2.8
nor3_2: 1 / 5.6
nor3_1: 1 / 2.8
a21o_1: 2 / 8.4
ha_1: 6 / 42
nor2_1: 1 / 2.1
## cell usage in the layout, fill, tap and decap left out
master and n:
nand3_1 1, ha_4 3, inv_2 2, nor3_1 1, ha_1 3, inv_1 5
dlygate4sd2_1 9, a211oi_2 1, nor2_1 1, nor3_2 1, a21oi_1 1, a21o_1 2
clkdlybuf4s50_1 2, nand3b_4 1, buf_4 1
## metrics by stage
step	setup WS (ns)	std cells	hold WS (ns)
floorplan	0.5785	22	0.8272
global placement	-0.4073	80	1.738
detailed placement	-0.4692	80	1.742
CTS	0.03258	80	1.466
global route	0.01223	80	1.545
finish	0.06876	80	1.453
## power groups by stage
| stage | clock network [uW] | logic [uW] | registers, uW |
|---|---|---|---|
| 5_1_grt | 0 | 75.5 | 0 |
| 4_1_cts | 0 | 65.6 | 0 |
| 6_report | 0 | 66.0 | 0 |
## what timing repair did
item,CTS,global route
pin swaps,0,1
endpoints found under the setup margin,3,1
gates cloned,0,0
resized,14,0
Power is estimated from default activity; no workload was simulated.
