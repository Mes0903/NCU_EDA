$ cat constraint.sdc
current_design FSM_2

set clk_period 3.3
set clk_io_pct 0.2

create_clock -name clk0 -period $clk_period [get_ports {clk}]

set non_clock_inputs [all_inputs -no_clocks]
set_input_delay [expr $clk_period * $clk_io_pct] -clock clk0 $non_clock_inputs
set_output_delay [expr $clk_period * $clk_io_pct] -clock clk0 [all_outputs]
$ cat run.sh
#!/bin/bash
# OpenROAD 26Q1-2900-gdf79404cd8, Yosys 0.63+post, stock flow scripts
make -C /OpenROAD-flow-scripts/flow DESIGN_CONFIG=/design/flow/config.mk WORK_HOME=/design/flow/orfs finish
$ cat design.v
`timescale 1ns/1ns
module FSM_2( clk , reset , in , out );
input   	clk, reset, in;
output reg 	out;
reg    	[1:0]current_state,	next_state;
reg			[3:0]counter1, counter2;
parameter 	S0=2'b00, S1=2'b01, S2=2'b10, S3=2'b11;
always@(posedge clk or posedge reset)
begin
   if(reset)
      current_state <= S0;		       
   else
	 begin
	  if(counter1 < 4'd10)
		current_state <= next_state;
	  else
	   current_state <= current_state;
    end
end
always@(in or current_state)
begin
   case(current_state)
       S0:begin
             if(!in)
               begin
                  next_state<=S1;
                  out<=1'b1;
               end
             else
               begin
                  next_state<=S3;
                  out<=1'b1;
               end
          end 
       S1:begin
             if(!in)
               begin
					 if(counter2 < 4'd10)
					  begin
							next_state<=S0;
							out<=1'b1;
					  end
					 else
					  begin
							next_state<=S1;
							out<=1'b1;
					  end
               end
             else
               begin
			       if(counter2 < 4'd10)
					  begin
							next_state<=S2;
							out<=1'b1;
					  end
					 else
					  begin
							next_state<=S1;
							out<=1'b1;
					  end
               end
          end 
       S2:begin
             if(!in)
               begin
                  next_state<=S3;
                  out<=1'b0;
               end
             else
               begin
                  next_state<=S0;
                  out<=1'b1;
               end
          end 
       S3:begin
             if(!in)
               begin
						next_state<=S3;
						out<=1'b0;
               end
             else
               begin
						next_state<=S1;
						out<=1'b0;
               end
          end 
   endcase
end
always@(posedge clk or posedge reset)
begin
   if(reset)
     begin
		counter1 <= 4'd0;
		counter2 <= 4'd0;
	  end
	else
	  begin
	   if(out)
			counter2 <= counter2 + 1'b1;
		else
			counter2 <= counter2 - 1'b1;
		if(counter1 != 4'd15)
			counter1 <= counter1 + 1'd1;
		else
			counter1 <= 4'd0;
	  end
end
endmodule 
$ cat config.mk
export PLATFORM = sky130hd
export DESIGN_NAME = FSM_2
export DESIGN_NICKNAME = FSM_2
export VERILOG_FILES = /design/flow/design.v
export SDC_FILE = /design/flow/constraint.sdc
export NUM_CORES = 4
export LEC_CHECK = 1
export CORE_AREA = 10 10 75 75
export DIE_AREA = 0 0 85 85
==> flow_metrics.py <==
# Flow results
metrics = {
    "outcome": {
        "status": "complete, no violations",
    },
    "die": {
        "rows": 23,
        "initCoreUtil": 0.136,
        "dieHeight_um": 85,
        "dieArea_um2": 7230,
        "top_level_ports": 4,
        "coreArea_um2": 4060,
        "die_w_um": 85,
    },
    "power_and_ir_drop": {
        "p_comb_frac": 0.283,
        "p_leak_nw": 0.308,
        "power.share.clock": 0.297,
        "p_int_mw": 0.377,
        "total_power_mw": 0.525,
        "seqPwrFrac": 0.420,
        "ir_drop_v": 0.000288,
        "swShare": 0.282,
        "netSwitchingPower_mw": 0.148,
        "powerDensity_nw_per_um2": 749,
    },
    "final_timing": {
        "fin_ws_ps": 656,
        "hold_viol_final": 0,
        "hold_slack_ps": 475,
        "drv_slew": 0,
        "fin_skew_ps": 0.513,
        "fin_setup_tns_ps": 0,
        "max-slew-margin-rel": 0.708,
        "worstMarginPinSlew_ps": 438,
        "min_period_over_period": 0.801,
        "setup_viol": 0,
        "rsz0062_at_grt": "false",
        "max_freq_ghz": 0.378,
        "finalCriticalPeriod_ps": 2640,
    },
    "clock_tree": {
        "clock-sinks": 12,
        "cts_tree": "done",
        "ctsResizeCount": 0,
        "holdBufCountCts": 0,
        "clkLatencyLatePin_ps": 230,
        "cts_setup_buffers": 0,
        "cts-root-buf": "clkbuf_8",
        "cts_max_level": 1,
        "path_clk_slew_ps": 50,
        "cts_buffers": 3,
        "clk_path_buf_depth": 2,
    },
    "global_route": {
        "overflow": 0,
        "antenna_found_initial": 0,
        "grt_pass1_wl_mm": 1.82,
        "grt_pass1_vias": 405,
        "grt_max_degree": 13,
        "grt_usage": 0.0289,
    },
    "detailed_routing": {
        "drc": 0,
        "vias_per_cell": 3.41,
        "drtIter0Drc": 24,
        "wl_per_cell_um": 8.52,
        "vias": 365,
        "wl_um": 912,
        "ant_nets": 0,
        "antenna_cells": 0,
        "dr.pass1.iters": 2,
    },
    "critical_path": {
        "end_kind": "output port",
        "critical_path.max_fanout": 8,
        "start_kind": "input port",
        "cp.arrival_ps": 1980,
        "ff2ff_setup_slack_ps": 1730,
        "crit_type": "input port to output port",
        "crit_required_ps": 2640,
    },
    "cells_and_area": {
        "final_util": 0.173,
        "n_fill_cell": 422,
        "drive_gt1_frac": 0.158,
        "stdcell_count": 107,
        "synthToLayoutAreaGrowth_pct": 26.7,
        "final_cell_area_um2": 701,
    },
    "placed_design": {
        "dp_slack_ps": 664,
        "routabilityCongestion": 0.690,
        "placed_cell_area_um2": 646,
        "dp_cells": 103,
        "io_buffers": 3,
        "post-dp-hpwl_um": 686,
    },
    "min_path": {
        "hp-class": "register to register",
    },
    "logic_synthesis": {
        "synth_stat.cells": 50,
        "yosys.cell_types.count": 24,
        "ys_seq_elements": 12,
        "syn_inst": 50,
        "ys_area_um2": 553,
        "ys_seq_share": 0.545,
        "netlist_area_um2": 553,
        "syn_avg_cell_area_um2": 11.1,
        "yosys_warnings": 1,
    },
    "job": {
        "maxCapViolCount": 0,
        "warnings": 25,
    },
}
-- worst max-delay path, stage by stage --
cell and delay [ps]:
clkdlybuf4s50_1 640, mux2i_4 140, inv_2 80, clkdlybuf4s50_1 470
-- power by group through the flow --
stage | combinational [mW] | clock [mW] | sequential [mW]
after CTS | 0.151 | 0.160 | 0.220
after global routing | 0.172 | 0.168 | 0.228
final | 0.148 | 0.156 | 0.221
-- per-layer routing --
metal / share of wire / vias up / global-route usage
li1: - / 184 / -
met1: 0.48 / 176 / 0.0375
met4: 0 / 0 / 0.00299
met3: 0.078 / 0 / 0.0183
met5: 0 / - / 0
met2: 0.44 / 5 / 0.0409
-- logic make-up after synthesis --
family	count (synthesis)	synth area share
XOR/XNOR	4	0.0634
flip-flops	12	0.545
multiplexers	3	0.0769
AND-OR/OR-AND	13	0.152
adder cells (fa/ha/maj)	2	0.0452
AND/OR/NAND/NOR	9	0.0701
buffers and inverters	7	0.0475
-- cells in the mapped netlist --
| library cell | n | area [um^2] |
|---|---|---|
| dfstp_2 | 1 | 26.3 |
| o21ai_1 | 1 | 5.00 |
| xor2_1 | 1 | 8.76 |
| nor2_1 | 1 | 3.75 |
| o211ai_1 | 1 | 7.51 |
| a32oi_1 | 1 | 8.76 |
| mux2i_1 | 2 | 20.0 |
| inv_2 | 2 | 7.51 |
| and3_1 | 1 | 6.26 |
| inv_1 | 5 | 18.8 |
| o21ai_0 | 4 | 20.0 |
| nand2_1 | 5 | 18.8 |
| o22ai_1 | 1 | 6.26 |
| nand3_1 | 1 | 5.00 |
| mux2i_4 | 1 | 22.5 |
| o21ai_2 | 1 | 8.76 |
| ha_1 | 2 | 25.0 |
| a22o_1 | 1 | 8.76 |
| o21a_1 | 1 | 7.51 |
| a21oi_1 | 1 | 5.00 |
| nor3_1 | 1 | 5.00 |
| dfrtp_1 | 11 | 275 |
| a31oi_1 | 1 | 6.26 |
| xnor2_1 | 3 | 26.3 |
-- placed cells by master (no fill, tap or decap), drive strengths merged, types with 2 or more instances in the layout --
cell type       n
dfrtp          11
nand2           5
o21ai           6
inv             7
mux2i           3
clkbuf          4
clkdlybuf4s50   3
ha              2
xnor2           3
-- flip-flops by register name, summed over array words and instances (netlist names) --
| signal | flops |
|---|---|
| counter2 | 4 |
| counter1 | 4 |
| current_state | 4 |
-- layout make-up --
class,instances,area [um^2],share of cell area
well taps,50,62.6,0.0893
flip-flops and latches,12,302,0.430
clock buffers,4,55.1,0.0786
inverters,7,26.3,0.0375
multi-input cells,31,225,0.321
repair buffers,3,30.0,0.0429
-- final timing paths --
| kind | from | cells past startpoint | endpoint |
|---|---|---|---|
| hold reg to reg | counter2[3] | 1 | counter2[3] |
| setup reg to reg | current_state[1] | 8 | counter2[2] |
| setup / recovery | in | 4 | out |
| hold / removal | counter2[3] | 1 | counter2[3] |
| min in group asynchronous | reset | 2 | current_state[3] |
| max in group asynchronous | reset | 2 | current_state[0] |
No activity file was given, so power comes from the tool's default toggle rates.
