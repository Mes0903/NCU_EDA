--- ./run.sh ---
#!/bin/bash
# OpenROAD 26Q1-2900-gdf79404cd8, Yosys 0.63+post, stock flow scripts
make -C /OpenROAD-flow-scripts/flow DESIGN_CONFIG=/design/flow/config.mk WORK_HOME=/design/flow/orfs finish
--- ./config.mk ---
export PLATFORM = sky130hd
export DESIGN_NAME = Decoder
export DESIGN_NICKNAME = Decoder
export VERILOG_FILES = /design/flow/design.v
export SDC_FILE = /design/flow/constraint.sdc
export NUM_CORES = 4
export LEC_CHECK = 1
export CORE_AREA = 10 10 70 70
export DIE_AREA = 0 0 80 80
--- ./constraint.sdc ---
current_design Decoder

set clk_period 1.0
set clk_io_pct 0.2

create_clock -name clk0 -period $clk_period

set non_clock_inputs [all_inputs -no_clocks]
set_input_delay [expr $clk_period * $clk_io_pct] -clock clk0 $non_clock_inputs
set_output_delay [expr $clk_period * $clk_io_pct] -clock clk0 [all_outputs]
--- ./design.v ---
`timescale 1ns/1ns
module	Decoder( select, d );
input	[3:0]select;
output	[15:0]d;
wire	select_bar;
not	n0( select_bar, select[3] );
Decoder1 d1( .en(select_bar), .sel(select[2:0]), .d(d[15:8]) );
Decoder2 d2( .en(select[3]), .sel(select[2:0]), .d(d[7:0]) );
endmodule
`timescale 1ns/1ns
module	Decoder1( en, sel, d );
input	en;
input	[2:0]sel;
output	[7:0]d;
wire	[3:0]s_bar;
not		n1(	s_bar[2], sel[2] );
not		n0( s_bar[3], en );
and		a0( d[7], s_bar[2], s_bar[1], s_bar[0], en );
and		a1( d[5], s_bar[2], s_bar[3], s_bar[0], en );
and		a2( d[6], s_bar[2], s_bar[1], sel[0], en );
not		n3(	s_bar[0], sel[0]	);
and		a7( d[0], sel[2], sel[1], sel[0], en );
and		a3( d[3], sel[2], s_bar[1], s_bar[0], en );
and		a4( d[1], sel[2], sel[1], s_bar[0], en );
not		n2(	s_bar[1], sel[1]	);
and		a5( d[2], sel[2], s_bar[1], sel[0], en );
and		a6( d[4], s_bar[2], sel[1], sel[0], en );
endmodule
`timescale 1ns/1ns
module	Decoder2( en, sel, d );
input	en;
input	[2:0]sel;
output	[7:0]d;
wire	[3:0]s_bar;
and		a7( d[7], s_bar[2], s_bar[1], s_bar[0], en );
and		a5( d[5], s_bar[2], sel[1], s_bar[0], en );
and		a0( d[0], sel[2], sel[1], sel[0], en );
not		n2(	s_bar[2], sel[2]	);
and		a4( d[4], s_bar[2], sel[1], sel[0], en );
and		a( s_bar[3], s_bar[2], sel[1], s_bar[0], en );
and		a3( d[3], sel[2], s_bar[1], s_bar[0], en );
and		a2( d[2], sel[2], s_bar[1], sel[0], en );
not		n1(	s_bar[1], sel[1]	);
not		n0(	s_bar[0], sel[0]	);
and		a1( d[1], sel[2], sel[1], s_bar[0], en );
and		a6( d[6], s_bar[2], s_bar[1], sel[0], en );
endmodule
==> summary.txt <==
Notes on the flow outputs.

- The number of antenna violations at the first check in global routing is 0.
- The post-layout period usage of the worst path reads 1.11.
- In this run the most critical hold path is launched from select[1].
- Across every metal layer, demand over resource in global routing totals 0.0296.
- The number of warnings the tools reported is 34.
- The total number of placement rows reads 21.
- The tally of nets with antenna violations remaining after routing reads 0.
- The number of cells in the yosys synthesis report is 21.
- Sorting the synthesized cells by how often they occur yields 4 x sky130_fd_sc_hd__and4b_1, 3 x sky130_fd_sc_hd__and4bb_2, 3 x sky130_fd_sc_hd__buf_2, 3 x sky130_fd_sc_hd__nor4b_2.
- Of the cells placed in the final design, the portion with a size suffix greater than 1 is 0.855.
- After synthesis the cells add up to 206 sq um.
- The final setup violation count reads 15.
- In this build the clock could be raised as far as 904 MHz.
- The number of global-route vias before repair reads slightly above 300.
- The residual DRC count is 0.
- The critical-path cell with the highest stage delay reads sky130_fd_sc_hd__nor4b_2.
- Per the GRT congestion report, total overflow comes to 0.
- Averaged over all synthesized cells, the footprint is roughly 9.8 sq um.
- The final antenna diode count is 0.
- Per STA, the highest per-stage delay on the worst path measures roughly 0.24 ns.
- The number of buffers inserted for hold repair after clock tree synthesis reads 0.
- The final weighted congestion in routability-driven placement reads ~0.73.
- Sorting the synthesized cells by area gives the leading types as sky130_fd_sc_hd__nor4b_2 22%, sky130_fd_sc_hd__and4b_1 19%, sky130_fd_sc_hd__and4bb_2 18%.
- The run finished, with violations left.
- The power density over the cells reads just over 300 nW/um^2.
- The width of the die is 80 um.
- The pre-antenna-repair detailed-routing pass consisted of 3 iterations.
- The number of maximum-capacitance constraint violations reads 0.
- The number of clock buffer instances in the layout reads 0.
- The worst setup path is launched from an input pin.
- The worst setup path is of the input pin to output pin kind.
- The total chip power is 0.190 mW.
- During synthesis, Yosys emitted a total of 0 warnings.
- The top cell family by delay on the critical path is buffers and inverters.
- The number of DRC markers after the initial detailed-route iteration is 4.
- The library cell with the highest instance count after synthesis reads sky130_fd_sc_hd__and4b_1.
- The number of cells on the worst hold path is listed as 4.
- The number of distinct library cell variants in the gate-level netlist after synthesis is 10.
- The per-cell routed wire length reads around 11 um.
- The required arrival time at the worst endpoint is about 0.8 ns.
- The post-route minimum period is between 1 and 1.5 ns.
- The final worst-path setup slack reads -0.107 ns.
- The signal on the critical path passes through buf_8, buf_6, buf_6, nor4b_2, buf_2.
- The global-route wire length before repair reads roughly 1600 um.
- The routed layout has between 300 and 400 vias.
- The final reports fail on negative setup slack.
- The area growth from synthesis to layout is 196%.
- The die outline area reads about 6400 sq um.
- In the routed layout, each cell is associated on average with a via count of 3.20.
- Per STA, the library cell used most along the worst path is sky130_fd_sc_hd__buf_6.
- The end-of-flow core utilization is 0.179.
- The register share after synthesis is 0.
- The height of the die is approximately 80 um.
- The initial core utilization reads 0.0604.
- The total I/O pin count is 20.
- The leakage power of the design reads 0.310 nW.
- The area share of the leading cell type in the synthesized netlist reads 0.218.
- The area of all sequential standard cells reads 0 sq um.
- The total buffers and inverters traversed by the critical path reads 4.
- The number of instances in the synthesized netlist reads 21.
- The HPWL reported at the end of detailed placement is between 600 and 700 um.
- The number of slew-limit violations in the final report reads 0.
- Summed over all instances, the cell type with the most area after synthesis is sky130_fd_sc_hd__nor4b_2.
- The core region area is 3420 sq um.
- The final count of hold timing violations is 0.
- The total routed wirelength reads between 1000 and 1500 um.
- The worst VDD IR drop from the latest analysis is between 0.07 and 0.08 mV.
- STA lists the maximum fanout along the critical path as 5.
- Data on the critical path arrives at its endpoint at around 0.9 ns.
- STA classifies the critical path endpoint as an output pin.
- The flip-flop and latch count is 0.
- The chip area line in the Yosys stat output reads 206 sq um.
- The sink of the worst hold path reads d[6].
- The min-delay analysis places its worst path in the category input pin to output pin.
- Entering global routing, the biggest net connects 6 pins.
- The number of buffers inserted by port buffering is 19.
- Setup repair after global routing could not meet its margin everywhere.
==> power by group <==
part | switching, mW | total [mW] | internal, mW
Clock | 0 | 0 | 0
Sequential | 0 | 0 | 0
Combinational | 0.0645 | 0.190 | 0.126
Total | 0.0645 | 0.190 | 0.126
==> worst max-delay path by stage <==
stage | start | end | depth (start not counted)
6_report | select[0] | d[7] | 5
5_1_grt | select[3] | d[11] | 5
4_1_cts | select[0] | d[11] | 5
==> final cells by class <==
type | count | area (sq um)
repair buffers | 39 | 338
multi-input cells | 16 | 215
well taps | 46 | 57.6
fillers | 376 | 2810
==> per-stage QoR <==
stage,setup WS [ns],hold slack [ns],cell area [sq um],std cells,setup TNS [ns]
detailed placement,-0.880,1.42,477,88,-12.26
global placement,-0.887,1.44,477,88,-12.21
CTS,-0.111,0.638,567,99,-0.839
finish,-0.107,0.707,611,101,-0.879
global route,-0.150,0.726,611,101,-1.42
floorplan,0.243,0.413,206,21,0
==> routing by layer <==
layer,track usage,vias up,share of wire
li1,-,158,-
met1,0.0442,146,0.51
met3,0.0193,0,0.16
met4,0,0,0
met5,0,-,0
met2,0.0353,19,0.33
==> timing repair <==
| item | CTS | global route |
|---|---|---|
| endpoints found under the hold margin | 0 | 0 |
| cloned | 2 | 0 |
| pin swaps | 10 | 6 |
| buffers inserted | 9 | 2 |
| resized | 88 | 5 |
| setup endpoints to repair | 15 | 15 |
==> placed cells by master, fill, tap and decap left out <==
cell / n
sky130_fd_sc_hd__nor4b_2: 1
sky130_fd_sc_hd__and4bb_1: 2
sky130_fd_sc_hd__and4bb_2: 3
sky130_fd_sc_hd__nor4bb_4: 1
sky130_fd_sc_hd__buf_6: 16
sky130_fd_sc_hd__nor4b_4: 2
sky130_fd_sc_hd__and4b_1: 4
sky130_fd_sc_hd__buf_4: 5
sky130_fd_sc_hd__and4_1: 1
sky130_fd_sc_hd__buf_2: 15
sky130_fd_sc_hd__nor4_2: 1
sky130_fd_sc_hd__buf_8: 3
sky130_fd_sc_hd__conb_1: 1
==> tightest hold or removal path, stage by stage <==
cell	delay (ns)
sky130_fd_sc_hd__buf_8	0.08
sky130_fd_sc_hd__buf_6	0.09
sky130_fd_sc_hd__nor4bb_4	0.03
sky130_fd_sc_hd__buf_2	0.10
==> cell families (layout without fill, tap and decap cells) <==
group	count (synthesis)	in the layout	share of synthesized area
and+or+nand+nor	15	15	0.836
other	1	1	0.0182
buffers and inverters	5	39	0.145
Power figures rest on the tool's default switching activity, not on a simulated workload.
